## ./design.v

```verilog
module combination_1(clk,rst,instruction,wr_en,rd_en,data_out,
data_empty,data_full,fifo_counter,result,clock_disable,gclock);
input rst, clk, wr_en, rd_en;
input [11:0] instruction;
inout wire [11:0] data_out;
input clock_disable;
output data_empty, data_full,gclock;
output [ 7:0] fifo_counter;
output wire [7:0] result;
assign gclock=(clk&!clock_disable)|(clk&!data_empty);
FIFO top1(gclock, rst, instruction, data_out, wr_en, rd_en, 
data_empty, data_full,fifo_counter);
processor3 top2(gclock,result,data_out);
endmodule
module FIFO(clk, rst, buf_in, buf_out, wr_en, rd_en,
 buf_empty, buf_full,fifo_counter);
input rst, clk, wr_en, rd_en;
input [11:0] buf_in;
output [11:0] buf_out;
output buf_empty, buf_full;
output [ 7:0] fifo_counter;
reg[11:0] buf_out;
reg buf_empty, buf_full;
wire gclock;
reg[7:0] fifo_counter;
reg[6:0] rd_ptr, wr_ptr; 
reg[11:0] buf_mem[63 : 0];
always @(clk) begin 
	buf_empty =(fifo_counter==0);
	buf_full =(fifo_counter== 64);
end
always @(posedge clk or posedge rst) begin 
	if(rst)
		fifo_counter <= 0; 
	else if((!buf_full && wr_en) && (!buf_empty && rd_en))
		fifo_counter <= fifo_counter; 
	else if( !buf_full && wr_en)
		fifo_counter <= fifo_counter+ 1;
	else if( !buf_empty && rd_en) 
		fifo_counter <= fifo_counter - 1;
	else 
		fifo_counter <= fifo_counter;
end
always @(posedge clk or posedge rst) begin
	if( rst)
	buf_out <= 0; 
	else begin
		if(rd_en && !buf_empty)
			buf_out <=buf_mem[rd_ptr]; 
		else
			buf_out <=buf_out;
	end
end
always @(posedge clk) begin
	if(wr_en&&!buf_full)
		buf_mem[wr_ptr]<=buf_in;
	else
		buf_mem[wr_ptr]<=buf_mem[wr_ptr];
	end
always@(posedge clk or posedge rst) begin
	if(rst)	
	 begin
		wr_ptr<=0;
		rd_ptr<=0;
	end
	else 
	begin
		if(!buf_full&& wr_en)
		    wr_ptr<=wr_ptr +1;
		else
		    wr_ptr<=wr_ptr;
		if(!buf_empty&&rd_en)
		    rd_ptr<=rd_ptr+1;
		else
		    rd_ptr<=rd_ptr;
	end
	end	
endmodule
module processor3(clk,status,instruction);
  input clk;
  input [11:0] instruction;
  output reg[7:0] status;
  reg [7:0] EX_MEM_ALUOUT;  
  parameter ADD = 4'b0000, SUB = 4'b0001, 
  MUL = 4'b0010, DIV = 4'b0011 ,
   AND = 4'b0100, OR = 4'b0101,
   XOR = 4'b0110,NOT = 4'b0111,LS = 4'b1000,RS = 4'b1001; 
  always @(posedge clk)  
    begin
	case(instruction[11:8])
        ADD : EX_MEM_ALUOUT = instruction[7:4] + instruction[3:0];
        SUB : EX_MEM_ALUOUT = instruction[7:4] - instruction[3:0];
        MUL : EX_MEM_ALUOUT = instruction[7:4] * instruction[3:0];
        DIV : EX_MEM_ALUOUT = instruction[7:4] / instruction[3:0];
        AND : EX_MEM_ALUOUT = instruction[7:4] & instruction[3:0];
        OR : EX_MEM_ALUOUT = instruction[7:4] | instruction[3:0];
        XOR : EX_MEM_ALUOUT = instruction[7:4] ^ instruction[3:0];
        NOT : EX_MEM_ALUOUT = ~instruction[7:4];
        LS : EX_MEM_ALUOUT = instruction[7:4]<<1;
        RS : EX_MEM_ALUOUT = instruction[7:4]>>1;
      endcase
     status = EX_MEM_ALUOUT;
end 
endmodule
```

## ./run.sh

```bash
#!/bin/bash
# OpenROAD 26Q1-2900-gdf79404cd8, Yosys 0.63+post, stock flow scripts
make -C /OpenROAD-flow-scripts/flow DESIGN_CONFIG=/design/flow/config.mk WORK_HOME=/design/flow/orfs finish
```

## ./config.mk

```make
export PLATFORM = sky130hd
export DESIGN_NAME = combination_1
export DESIGN_NICKNAME = combination_1
export VERILOG_FILES = /design/flow/design.v
export SDC_FILE = /design/flow/constraint.sdc
export NUM_CORES = 4
export LEC_CHECK = 1
export CORE_UTILIZATION = 50
```

## ./constraint.sdc

```tcl
current_design combination_1

set clk_period 78.4
set clk_io_pct 0.2

create_clock -name clk0 -period $clk_period

set non_clock_inputs [all_inputs -no_clocks]
set_input_delay [expr $clk_period * $clk_io_pct] -clock clk0 $non_clock_inputs
set_output_delay [expr $clk_period * $clk_io_pct] -clock clk0 [all_outputs]
```

==> run notes <==
* aborted with a tool error — status
* clock tree synthesis — Failed at
* [error] [KeplerFormal.cpp:679] Workflow failed: Iso has multiple drivers: .data_out0, data_out[0]$_DFFE_PP0P_.Q0 — tool error
* 808 — count of unclocked register or latch pins
* 0.03537 sq mm — Post-Place Cell Area
* 48 — Boundary Pins
* 0.8670 — last weighted congestion value of the routability-driven placer
* 776 x edfxtp_1, 253 x mux4_2, 106 x nor2_1 — list of most frequent post-synthesis cells
* 2 — number of warnings issued by yosys
* 0.03354 sq mm — Post-Synthesis Cell Area
* 20.19 sq um — per-instance average area after synthesis
* 1661 — Syn Inst Count
* 808 — flip-flop and latch count after synthesis
* 0.03354 sq mm — yosys stat area
* 776 — EDFF count, synth
* 0 — post-CTS setup buffer count
* edfxtp_1 — Dominant flop cell
* 1614 — endpoints left unconstrained
* 3.960% — fraction of registers with async set or reset after synthesis
* 69.48% — area share of the largest cell type after synthesis
* 1661 — yosys stat cell total
* edfxtp_1 — leading area contributor after synthesis
* 2572 — number of cells in the design after placement
* 0 — CTS Hold Buffers Added
* edfxtp_1 69%, mux4_2 17%, dfrtp_1 2.4% — leading cell types by total area after synthesis
* 36 — number of port buffers
* 50.74% — initial cell density of the core
* 261.0 um — chip height
* 0 — quantity of gates resized following cts
* edfxtp_1 — most used standard cell by instance count after synthesis
* 261.0 um — die extent in x
* 71.87% — sequential cell area fraction in the yosys report
* 94 — number of rows in the core area
* 63 — synth unique cells
* 44220 um — detailed placer's ending HPWL
==> cell families after synthesis <==
logic type               Yosys count  share of synthesized area, %
AND/OR/NAND/NOR                  241                         3.444
flip-flops                       808                         71.87
multiplexers                     266                         17.42
adder cells (fa/ha/maj)           67                         2.656
buffers and inverters            119                         1.380
AND-OR/OR-AND                    129                         2.436
other                              1                       0.01118
XOR/XNOR                          30                        0.7835
==> per-stage QoR <==
step / power [mW] / hold slack [ns] / worst slack [ns]
3_5_place_dp: 0.08099 / 32.48 / 45.38
3_3_place_gp: 0.07928 / 32.50 / 45.37
2_1_floorplan: 0.07109 / 38.24 / 15.68
Power figures rest on the tool's default switching activity, not on a simulated workload.
